`/design/flow/run.sh`:
```
#!/bin/bash
# OpenROAD 26Q1-2900-gdf79404cd8, Yosys 0.63+post, stock flow scripts
make -C /OpenROAD-flow-scripts/flow DESIGN_CONFIG=/design/flow/config.mk WORK_HOME=/design/flow/orfs finish
```
`/design/flow/config.mk`:
```
export PLATFORM = sky130hd
export DESIGN_NAME = counter
export DESIGN_NICKNAME = counter
export VERILOG_FILES = /design/flow/design.v
export SDC_FILE = /design/flow/constraint.sdc
export NUM_CORES = 4
export LEC_CHECK = 1
export CORE_UTILIZATION = 30
```
`/design/flow/constraint.sdc`:
```
current_design counter

set clk_period 6.0
set clk_io_pct 0.2

create_clock -name clk0 -period $clk_period [get_ports {sys_clk}]

set non_clock_inputs [all_inputs -no_clocks]
set_input_delay [expr $clk_period * $clk_io_pct] -clock clk0 $non_clock_inputs
set_output_delay [expr $clk_period * $clk_io_pct] -clock clk0 [all_outputs]
```
`/design/flow/design.v`:
```
module counter #(parameter CNT_MAX=25'd24_999_999)(input wire sys_clk,input wire sys_rst_n,output reg led_out);
reg [24:0] cnt;
reg [4:0] countTime;
always @(posedge sys_clk, negedge sys_rst_n)    begin
    if(sys_rst_n==1'b0)
        cnt<=25'b0;
    else if (cnt==CNT_MAX)
        cnt<=25'b0;
    else
        cnt<=cnt+1'b1;
end
always @(posedge sys_clk, negedge sys_rst_n)    begin
    if(sys_rst_n==1'b0) begin
        led_out<=1'b0;
        countTime<=5'd0;
    end
    else if(countTime>=5'd19)
        led_out<=1'b1;
    else if(cnt==CNT_MAX)   begin
        led_out<=~led_out;
        countTime<=countTime+1;
        end
    else
        led_out<=led_out;
end
endmodule
```
==> job_summary.md <==
### Flow metrics

| Metric | Value |
|---|---|
| PD cells | `214 mW/mm^2` |
| Leakage power | `0.748 nW` |
| Synthesized flop and latch total | `31` |
| RD Place Congestion | `slightly below 0.9` |
| Data required, critical path | `6.21 ns` |
| Clock latency of the later-clocked register in the worst-skew pair | `~0.28 ns` |
| Routed vias/inst | `5.06` |
| Top_reg_cell synth | `dfrtp_1` |
| Proportion of layout cells with a drive suffix above 1 | `under 10%` |
| R2r worst-path depth | `4` |
| Footprint of the flip-flops and latches | `about 780 um^2` |
| Minimum period implied by the final worst setup slack | `roughly 2.6 ns` |
| Maximum number of pins on one net before global-route repair | `32` |
| CTS tree | `yes` |
| # Cells Yosys | `between 100 and 150` |
| Post-synthesis to final-layout area growth | `10.4%` |
| Antenna diode instance count | `0` |
| Clock root buffer | `clkbuf_8` |
| Worst reg2reg endpoint | `countTime[4]` |
| Count of instances resized after the clock tree is built | `0` |
| Comb power frac | `1.4%` |
| Via count of the first global-routing pass | `1071` |
| Overall track demand over capacity in global routing | `12.3%` |
| Max Fanout on Critical Path | `14` |
| Type of element capturing the critical path | `flip-flop` |
| Placeable core area | `0.00482 mm^2` |
| Hpwl dp | `1960 um` |
| Clock Power Share | `40.8%` |
| Post-Synthesis Cell Area | `0.00153 mm^2` |
| Number of hold violations in the final report | `0` |
| Result of the run | `finished clean` |
| Post-cts hold buffer count | `0` |
| Routed via count | `1103` |
| Startpoint types | `flip-flop` |
| Max transition margin | `between 50% and 60%` |
| Inserted Clock Buffers | `5` |
| Die area | `around 0.0054 mm^2` |
| Switching share of power | `~21%` |
| Clk buf depth | `2` |
| Final tally of max-slew violations | `0` |
| Total Routed Length | `2780 um` |
| Worst-margin pin slew | `0.617 ns` |
| Worst-case hold path end point | `cnt[23]` |
| Number of DRC markers in iteration 0 | `75` |
| Io pins | `3` |
| Final period util | `between 40% and 50%` |
| Die Span X | `73.5 um` |
| Filler instances | `488` |
| # Post-CTS Setup Buffers | `0` |
| Synth async-reset ratio | `100%` |
| Worst-case clock skew | `0.00306 ns` |
| Highest attainable clock frequency | `0.386 GHz` |
| Final core occ | `35.1%` |
| Remaining Overflow, GRT | `0` |
| Wire length of the first global-routing pass | `5020 um` |
| Area reported by Yosys stat | `0.00153 mm^2` |
| Number of clock sinks seen by CTS | `31` |
| Syn Inst Count | `approximately 150` |
| GR Layer Usage met3 | `4.16%` |
| Number of antenna violations at the first check in global routing | `0` |
| Clock transition at the register clock pins on the worst setup and hold paths after CTS | `~0.060 ns` |
| Post-synthesis area per instance | `roughly 10 um^2` |
| Sequential share of power | `~58%` |
| Crit Path Class | `flip-flop to flip-flop` |
| # rows | `25` |
| Number of port buffers | `2` |
| Setup Total Neg Slack | `0 ns` |
| Launch point of the worst hold path | `cnt[23]` |
| Met1 demand-to-capacity share in global routing | `18.9%` |
| Tally of max-capacitance violations | `0` |
| Synth cell types | `34` |
| Total internal power | `0.287 mW` |
| Hold crit path type | `flip-flop to flip-flop` |
| Sequential-to-total area share from yosys stat | `50.6%` |
| WHS Path Cells | `1` |
| Initial standard-cell utilization of the core | `31.8%` |
| Worst EP arrival | `2.80 ns` |
| Chip height | `73.5 um` |
| Unrepaired setup endpoints after global routing | `no` |
| Most heavily used metal layer in global routing | `met1` |
| CTS H-tree lvls | `2` |
| Post-route antenna net violation count | `0` |
| Startpoint of the most critical register-to-register path | `cnt[15]` |
| Fin Hold WS | `approximately 0.49 ns` |
| Number of DRC violations after detailed routing | `0` |
| Max rail drop VDD | `approximately 0.15 mV` |
| Slack of the worst reg-to-reg path | `3.41 ns` |
| Number of logged tool warnings | `25` |
| Wire length per cell | `12.8 um` |
| Area occupied by multi-input gates | `between 700 and 800 um^2` |
| Pre-antenna DRT Iters | `4` |
| Syn. warnings | `1` |
| Setup Viol. Count Final | `0` |
| Routing usage on met2 | `between 10% and 20%` |
| Fin area | `roughly 0.0017 mm^2` |
| Post-synth tally of flip-flops with integrated enable | `0` |
| Area of placed instances | `around 0.0016 mm^2` |
| Net Sw Power | `0.0742 mW` |
==> state kept, by name, indices dropped and copies added (netlist names) <==
register,cells
cnt,25
countTime,5
led_out,1
==> worst max path at each step <==
stage,start,end,cells past startpoint
4_1_cts,cnt[15],countTime[4],4
6_report,cnt[15],countTime[4],4
5_1_grt,cnt[15],cnt[5],4
==> routing by layer <==
layer | share of wire (%) | vias up | wire length (um)
li1 | - | 551 | -
met2 | 41 | 25 | 1140
met4 | 1.5 | 0 | 41
met5 | 0 | - | 0
met1 | 52 | 522 | 1440
met3 | 5.6 | 5 | 156
==> logic make-up after synthesis <==
| group | share of synthesized area, % |
|---|---|
| flip-flops | 50.6 |
| adder cells (fa/ha/maj) | 1.63 |
| AND-OR/OR-AND | 6.29 |
| buffers and inverters | 2.12 |
| XOR/XNOR | 10.3 |
| AND/OR/NAND/NOR | 26.4 |
| multiplexers | 2.69 |
==> worst max-delay path, stage by stage (launching register included) <==
cell and delay (ns):
dfrtp_1 0.43, or4b_1 0.54, or4_1 0.71, nor2_2 0.57, a41o_1 0.27
==> area by class of cell <==
class / instances / share of cell area, %
flip-flops and latches: 31 / 45.9
multi-input cells: 109 / 42.8
well taps: 67 / 4.96
clock buffers: 6 / 4.29
repair buffers: 3 / 1.63
inverters: 2 / 0.444
==> synthesized netlist by cell type, drive strengths merged (4+ instances only) <==
master / number / area, um^2
nand3: 11 / 55.1
nor2: 12 / 47.6
or4: 5 / 37.5
nand2: 8 / 30.0
xor2: 8 / 70.1
xnor2: 10 / 87.6
nor4: 4 / 40.0
o21ai: 9 / 45.0
nor3: 6 / 30.0
dfrtp: 31 / 776
nand4: 9 / 56.3
a21oi: 5 / 25.0
==> cells in the final DEF (no fill, tap or decap), types with 2 or more instances in the layout <==
cell / n
xor2_1: 8
nand3_1: 11
nand4_1: 9
and3_1: 3
nand2_1: 8
nor2_1: 11
a21oi_1: 5
dfrtp_1: 31
clkdlybuf4s50_1: 2
ha_1: 2
clkbuf_8: 5
inv_1: 2
nor4_1: 3
xnor2_1: 10
nor3_1: 6
mux2i_1: 3
or3_1: 3
o21ai_0: 9
or4_1: 5
==> per-stage QoR <==
stage	power (mW)	setup slack, ns	cells
CTS	0.365	3.45	218
finish	0.361	3.41	218
global route	0.374	3.25	218
floorplan	0.213	3.91	147
global placement	0.218	3.53	212
detailed placement	0.218	3.48	212
==> power by group through the flow <==
stage	registers, mW	clock network (mW)	logic, mW
final	0.209	0.147	0.00492
after global routing	0.209	0.159	0.00602
after CTS	0.209	0.150	0.00536
No activity file was given, so power comes from the tool's default toggle rates.
