File: flow/run.sh
#!/bin/bash
# OpenROAD 26Q1-2900-gdf79404cd8, Yosys 0.63+post, stock flow scripts
make -C /OpenROAD-flow-scripts/flow DESIGN_CONFIG=/design/flow/config.mk WORK_HOME=/design/flow/orfs finish
File: flow/config.mk
export PLATFORM = sky130hd
export DESIGN_NAME = decoder
export DESIGN_NICKNAME = decoder
export VERILOG_FILES = /design/flow/design.v
export SDC_FILE = /design/flow/constraint.sdc
export NUM_CORES = 4
export LEC_CHECK = 1
export CORE_AREA = 10 10 70 70
export DIE_AREA = 0 0 80 80
File: flow/constraint.sdc
current_design decoder

set clk_period 1.6
set clk_io_pct 0.2

create_clock -name clk0 -period $clk_period

set non_clock_inputs [all_inputs -no_clocks]
set_input_delay [expr $clk_period * $clk_io_pct] -clock clk0 $non_clock_inputs
set_output_delay [expr $clk_period * $clk_io_pct] -clock clk0 [all_outputs]
File: flow/design.v
module decoder
(
    input   wire  in_1,
    input   wire  in_2,
    input   wire  in_3,
    output  reg [7:0]   out
);
always@(*)
    if({in_1,in_2,in_3} == 3'b000)
        out = 8'b0000_0001;
    else if({in_1,in_2,in_3}==3'b001)
        out = 8'b0000_0010;
    else if({in_1,in_2,in_3} == 3'b010)
        out = 8'b0000_0100;
    else if({in_1,in_2,in_3} == 3'b011)
        out = 8'b0000_1000;
    else if({in_1,in_2,in_3} == 3'b100)
        out = 8'b0001_0000;
    else if({in_1,in_2,in_3} == 3'b101)
        out = 8'b0010_0000;
    else if({in_1,in_2,in_3} == 3'b110)
        out = 8'b0100_0000;
    else if({in_1,in_2,in_3} == 3'b111)
        out = 8'b1000_0000;
    else
        out = out;
endmodule
==> results_slide.txt <==
Run Summary

Status
  • Run status: completed

Placed design
  • GPL Wtd Cong: roughly 0.69
  • Placed insts: about 80
  • IO buf count: 11
  • Dpl cell area: 382.9 um2

Critical path
  • Setup crit end kind: output port
  • Setup CP Type: in -> out
  • CP Launch Type: input pin
  • Critical Path RT: 1.28 ns
  • CP startpoint: in_2
  • CP peak stage delay: 0.32 ns
  • Cell chain of the critical path: buf_8 -> and3b_2 -> dlxtn_1 -> dlygate4sd2_1
  • Critical path destination: out[5]
  • Slowest-stage cell, CP: dlxtn_1
  • Critical Path AT: around 1.2 ns
  • CP Max Fanout: 8

Synth
  • Comb area leader: simple AND/OR/NAND/NOR gates
  • MUX share of area: 0%
  • Adder share: 0%
  • Yosys cell count: 17
  • Xor/xnor cell area share of the yosys netlist: 0%
  • Syn. warnings: 1
  • Ys flops: 8
  • Top-area cell share: 63.58%
  • Mapped Avg Cell Area: about 11 um2
  • Ao+oa area frac: 0%
  • Cell variety after synth: 6
  • Yosys top cell by area: dlxtn_1
  • Post-synth area hogs: dlxtn_1 (64%), and3b_2 (16%), nor3b_1 (12%)
  • Netlist Area Pre-Place: approximately 190 um2
  • Yosys synthesis chip area: 188.9 um2
  • Simple-gate portion of the synthesized area: 34.44%
  • Cells after Synth: 17

Final timing
  • RSZ-0062 raised after global routing: false
  • # setup viols final: 0
  • Fmax achieved: slightly below 700 MHz
  • Cycle use final: 92.81%
  • Fin. Hold Viols: 0
  • Setup TNS: 0 ns
  • Fin. max-slew vios: 0
  • Final min period: between 1 and 1.5 ns
  • Register pins left without a clock: 8
  • Number of unconstrained endpoints: 8

Detailed routing
  • Wire length per cell: 6.185 um
  • DR iter-0 viols: 2
  • Vias per cell: 1.914
  • Drt first pass iters: 2
  • ANT cells: 0
  • Post-Route WL: 501 um
  • Detail Route Antenna Nets: 0
  • DRC viols: 0
  • Via Count: ~160

Job
  • Max-Cap Viols: 0
  • Tool Warnings: 32

Cells and area
  • Largest register FFs: 8
  • Share of cells above drive strength 1: 31.43%
  • Gate Area: 118.9 um2
  • Layout Cells excl Fill: 81
  • Top cells excl fill/tap: dlxtn_1 (8), conb_1 (8), dlygate4sd2_1 (8)
  • Area growth syn-to-layout: 120.5%
  • # fillers: 403
  • FF+latch area: 120.1 um2
  • Final core occ: 12.20%
  • Final instance area: 416.7 um2

Die
  • Core ar.: 3416 um2
  • Chip Height: 80 um
  • Top Ports: 11
  • Die boundary width: 80 um
  • Die area: 6400 um2
  • Row cnt: 21
  • FP Core Util: 5.531%

Power
  • Leak pwr: ~0.21 nW
  • P per Cell Area: 121.8 nW/um2
  • Maximum vdd drop: 0.09495 mV

Global route
  • Global-route wire length before repair: 862 um
  • GRT overflow: 0
  • Pin count of the biggest net entering global routing: 9
  • Vias in the first global route: 186
  • Initial antenna violation count: 0
  • Gr usage total: 1.574%

Clocking
  • CTS Hold Buffers Added: 0
==> timing repair <==
item                       CTS  global route
resized                     37             0
setup endpoints to repair    8             0
buffers inserted             0             0
==> per-layer routing <==
metal  wire (um)  track usage, %  share of wire (%)
met1         265           2.326                 53
met2         112           1.685                 22
met3         124           1.364                 25
met4           0               0                  0
met5           0               0                  0
==> worst max-delay path: cells and delay by family <==
| family | cells | cell delay [ns] |
|---|---|---|
| simple gates | 1 | 0.22 |
| latches | 1 | 0.32 |
| buf+inv | 2 | 0.31 |
==> cells in the mapped netlist <==
cell / instances
nor3_1: 1
and3_2: 1
and3b_2: 3
conb_1: 1
nor3b_1: 3
dlxtn_1: 8
==> cells by family (layout without fill, tap and decap cells) <==
| logic type | count (synthesis) | in the layout |
|---|---|---|
| latches | 8 | 8 |
| buffers and inverters | 0 | 11 |
| other | 1 | 8 |
| AND/OR/NAND/NOR | 8 | 8 |
==> per-stage QoR <==
step                worst slack [ns]    power, W
global route                 0.05410  0.00005622
global placement             -0.6518  0.00004277
detailed placement           -0.6942  0.00004406
finish                        0.1150  0.00005075
floorplan                     0.4682  0.00002101
CTS                           0.1068  0.00005113
==> area by class of cell <==
class | count | area share, %
sequential | 8 | 28.83
tap | 46 | 13.81
multi-input combinational | 16 | 28.53
timing repair buffer | 11 | 28.83
==> where the power goes <==
part            total, W  switching, W  internal, W
registers      0.0000134   0.000000825    0.0000126
clock network          0             0            0
logic          0.0000373     0.0000141    0.0000233
Power figures rest on the tool's default switching activity, not on a simulated workload.
