==> run.sh <==
#!/bin/bash
# OpenROAD 26Q1-2900-gdf79404cd8, Yosys 0.63+post, stock flow scripts
make -C /OpenROAD-flow-scripts/flow DESIGN_CONFIG=/design/flow/config.mk WORK_HOME=/design/flow/orfs finish
==> config.mk <==
export PLATFORM = sky130hd
export DESIGN_NAME = divide5_2
export DESIGN_NICKNAME = divide5_2
export VERILOG_FILES = /design/flow/design.v
export SDC_FILE = /design/flow/constraint.sdc
export NUM_CORES = 4
export LEC_CHECK = 1
export CORE_AREA = 10 10 70 70
export DIE_AREA = 0 0 80 80
==> constraint.sdc <==
current_design divide5_2

set clk_period 1.4
set clk_io_pct 0.2

create_clock -name clk0 -period $clk_period [get_ports {sys_clk}]

set non_clock_inputs [all_inputs -no_clocks]
set_input_delay [expr $clk_period * $clk_io_pct] -clock clk0 $non_clock_inputs
set_output_delay [expr $clk_period * $clk_io_pct] -clock clk0 [all_outputs]
==> design.v <==
module divide5_2(input sys_clk,input sys_rst_n,output clk_out);
reg [2:0] cnt;
reg     clk1;
reg     clk2;
assign clk_out=clk1 & clk2;
always @(posedge sys_clk, negedge sys_rst_n) begin
    if(sys_rst_n==1'b0)
        cnt<=0;
    else if(cnt==4)
        cnt<=0;
    else
        cnt<=cnt+1;
end
always @(posedge sys_clk,negedge sys_rst_n) begin
    if(sys_rst_n==1'b0)
        clk1<=1'b0;
    else if(cnt==3'd2)
        clk1<=1'b0;
    else if(cnt==3'd4)
        clk1<=1'b1;
end
always @(negedge sys_clk,negedge sys_rst_n) begin
    if(sys_rst_n==1'b0)
        clk2<=1'b0;
    else if(cnt==3'd2)
        clk2<=1'b0;
    else if(cnt==3'd4)
        clk2<=1'b1;
end
endmodule
==> results_slide.txt <==
Physical Implementation Snapshot

Worst setup path
  • Setup CP Type: register to primary output
  • CP startpoint kind: register
  • Worst path arrival time: 1.62 ns
  • Crit path max fanout: 2
  • Largest delay share family, worst path: flip-flops
  • Required @ worst endpoint: 1.12 ns
  • CP max-delay cell: dfrtn_1
  • Buffer and inverter count on the worst path: 2
  • Worst setup EP type: primary output
  • Worst path cell trace: inv_2 > nor2_2 > buf_2
  • Setup crit end: clk_out
  • R2R setup slack: -0.22 ns
  • Critical path startpoint: clk2$_DFFE_NN0P_
  • WP depth: 3
  • Worst R2R Start: cnt[0]$_DFF_PN0_
  • Crit path largest cell delay: 0.43 ns
  • Reg2Reg Depth: 4
  • Reg2reg end: clk2$_DFFE_NN0P_

Drt
  • Met1 WL: 253 um
  • Drt pass-1 iters: 2
  • Wirelength per Cell: 7.26 um
  • # diodes: 0
  • Residual DRC count: 0
  • DR WL met3: 103 um
  • Uppermost layer routed: met3
  • Vias: 228
  • Final ANT Viol Nets: 0
  • Iteration-0 DRC count of the detailed router: 24
  • Drt via density: 2.56
  • Routed wire length: 646 um
  • WL met2: 288 um

STA
  • Setup Skew: 0.0184 ns
  • Slew margin rel.: 0.881
  • Final Max Tran Viols: 0
  • Final Hold Vio Count: 0
  • Slew @ Worst Pin: 0.176 ns
  • Worst setup margin: -0.504 ns
  • Final TNS setup: -0.723 ns
  • RSZ-0062 raised after global routing: yes
  • Setup Viol. Count Final: 2

Yosys
  • EDFF count, synth: 0
  • Xor+xnor area frac: 0
  • Unique cell types: 9
  • Mean Syn Cell Area: 11.1 sq um
  • Async set-reset flop share out of synthesis: 1.00
  • Yosys warns: 1
  • Yosys cell count: 21
  • Top post-synthesis cells by area: dfrtp_1 (43%), ha_1 (16%), dfrtn_1 (11%), o21ai_0 (8.6%), inv_1 (6.5%)
  • Seq/Total Area, Yosys: 0.538
  • Yosys stat area: 233 sq um
  • Adder Share, Synth: 0.161
  • Top-area cell share: 0.430
  • Area leader, netlist: dfrtp_1
  • Synth mux share: 0.0645
  • Post-synthesis cell area: 233 sq um
  • Synth Area in Compound Gates: 0.140
  • Registers, synthesis: 5
  • Main logic family after synthesis: adder cells
  • Mapped Cells: 21
  • Yosys simple share: 0.0323
  • Post-synth top cells: dfrtp_1 (4), inv_1 (4), o21ai_0 (4)
  • Top_reg_cell synth: dfrtp_1

Power and ir drop
  • Int Pwr: 0.000257 W
  • Switching Fraction: 0.193
  • Switching power: 0.0000614 W
  • Power per cell area: 650 mW/mm^2
  • Sequential Power Share: 0.456
  • Leakage: 0.233 nW
  • Clock Power Share: 0.521
  • Comb pwr share: 0.023
  • Max VDD drop: 161 uV

Global route
  • Global-route wire length before repair: 1.16 mm
  • Number of global-route vias before repair: 251
  • Remaining global-route overflow: 0
  • Initial antenna violation count: 0
  • Total track usage: 0.0242
  • Pin count of the biggest net entering global routing: 5

Status
  • Failing checks: negative setup slack
  • Status: complete, but fails checks

Clock network
  • CTS Buffer Depth: 2
  • Sink Count: 5
  • Clk slew on worst S/H paths: 0.04 ns
  • CTS Hold Buffers Added: 0
  • TritonCTS clock tree: yes
  • Clk ins delay skew pair: 0.26 ns
  • Htree depth: 1
  • CTS buffer count: 3
  • Clock Root Buffer: clkbuf_4

Finish
  • Finished Core Util: 0.144
  • Area Growth Syn to Fin: 111%
  • Cell Count, Final, Fillers Out: 89
  • Layout cells sized above 1: 0.628

Floorplanning
  • Core area: 0.00342 sq mm
  • Num rows: 21
  • I/O Pins: 3
  • Die Width: 80 um
  • Die area: 0.00640 sq mm
  • Fp_density: 0.0681
  • Die Ht: 80 um

Placement
  • Gpl congestion: 0.708
  • Dpl cells: 75
  • Port bufs: 2
  • DPL Wire Length: 372 um

Flow run
  • Max Cap Viol: 0
  • OpenROAD warning count: 30

Hold path
  • Hold crit path type: input pin to async pin
stage by stage:
stage | hold slack, ns | worst slack [ns] | total power [W] | instance area [sq um]
2_1_floorplan | -0.0156 | -0.205 | 0.000147 | 235
3_3_place_gp | 0.454 | -0.568 | 0.000154 | 358
3_5_place_dp | 0.491 | -0.591 | 0.000155 | 358
4_1_cts | 0.338 | -0.504 | 0.000324 | 488
5_1_grt | 0.358 | -0.554 | 0.000333 | 490
6_report | 0.337 | -0.504 | 0.000319 | 490
power by group through the flow:
stage	clock network (W)	logic, W	registers, W
4_1_cts	0.000171	0.00000745	0.000145
5_1_grt	0.000180	0.00000822	0.000145
6_report	0.000166	0.00000732	0.000145
timing repair:
action / CTS / global route
pin swaps: 2 / 2
buffers inserted: 12 / 0
resized: 13 / 2
endpoints found under the hold margin: 0 / 0
setup endpoints to repair: 2 / 2
per-layer routing:
layer  track usage  vias to the layer above
met3        0.0273                        0
li1              -                      110
met5             0                        -
met1        0.0262                      112
met4             0                        0
met2        0.0329                        6
cells by family after synthesis:
| logic type | after synthesis |
|---|---|
| buffers and inverters | 4 |
| and+or+nand+nor | 2 |
| muxes | 1 |
| AOI/OAI and AO/OA | 6 |
| adders and majority gates | 3 |
| DFF | 5 |
sequential cells by signal (all words and copies together) (netlist names):
register,cells
cnt,3
clk1,1
clk2,1
worst register-to-register path, cell delays in order, from the launching register on:
cell,delay (ns)
dfrtp_1,0.37
inv_2,0.05
ha_2,0.18
o21ai_2,0.12
o21ai_2,0.06
cell usage in the layout, fill, tap and decap left out:
cell             Yosys  final
ha_2                 0      1
dfrtp_1              4      4
clkbuf_4             0      3
nor2_2               0      1
buf_6                0      7
ha_1                 3      2
o21ai_2              0      2
buf_2                0      1
mux2_4               1      1
dfrtn_1              1      1
inv_2                0      2
clkdlybuf4s50_1      0      1
o21ai_0              4      2
a21oi_1              1      1
a21boi_0             1      1
buf_4                0      9
nor2_1               2      1
clkbuf_1             0      1
inv_1                4      2
worst min-delay path by stage:
stage	endpoint	cells after the start	start
after CTS	clk1$_DFFE_PN0P_	2	sys_rst_n
after global routing	clk1$_DFFE_PN0P_	2	sys_rst_n
final	cnt[2]$_DFF_PN0_	2	sys_rst_n
final cells by class:
cell class / instances / area [sq um]
inverter: 4 / 15.0
fill: 384 / 2930
sequential: 5 / 125
multi-input combinational: 12 / 105
timing repair buffer: 18 / 161
tap: 46 / 57.6
clock buffer: 4 / 26.3
Power and IR drop assume default switching activity.
